===== flow/design.v =====
module ResetHold5s #(parameter TIME_TO_RST = 5) (
    input logic clk,
    input logic reset_in,  
    output logic reset_out  
    ); 
    int count;
    always_ff @(posedge clk) begin
        if (reset_in) begin
            if (count < 250000000) begin 
                count <= count + 1; 
                reset_out <= 1'b0;  
            end else begin 
                reset_out <= 1'b1;  
            end
        end else begin 
            count <= 0;
            reset_out <= 0;
        end
    end
endmodule

===== flow/run.sh =====
#!/bin/bash
# OpenROAD 26Q1-2900-gdf79404cd8, Yosys 0.63+post, stock flow scripts
make -C /OpenROAD-flow-scripts/flow DESIGN_CONFIG=/design/flow/config.mk WORK_HOME=/design/flow/orfs finish

===== flow/config.mk =====
export PLATFORM = sky130hd
export DESIGN_NAME = ResetHold5s
export DESIGN_NICKNAME = ResetHold5s
export VERILOG_FILES = /design/flow/design.v
export SDC_FILE = /design/flow/constraint.sdc
export NUM_CORES = 4
export LEC_CHECK = 1
export CORE_AREA = 10 10 99 99
export DIE_AREA = 0 0 109 109

===== flow/constraint.sdc =====
current_design ResetHold5s

set clk_period 5.1
set clk_io_pct 0.2

create_clock -name clk0 -period $clk_period [get_ports {clk}]

set non_clock_inputs [all_inputs -no_clocks]
set_input_delay [expr $clk_period * $clk_io_pct] -clock clk0 $non_clock_inputs
set_output_delay [expr $clk_period * $clk_io_pct] -clock clk0 [all_outputs]

==> GITHUB_STEP_SUMMARY <==
## Implementation flow summary

| Metric | Value |
|---|---|
| PortBufs | 2 |
| Area Growth Syn to Fin | 12.7% |
| Clk_skew | 8.68 ps |
| Reg2reg start | count[0] |
| Mapped cell area | 1720 um^2 |
| Post-cts sizing count | 0 |
| Initial DRC count | 46 |
| Core area | 7730 um^2 |
| Status | complete, no violations |
| Via count | 1364 |
| Worst-Margin Slew | ~800 ps |
| Clk sinks | 33 |
| Root buffer cell | clkbuf_8 |
| Vias in the first global route | 1248 |
| Final hold violations | 0 |
| Total CTS buffers | 5 |
| Min-delay src | count[23] |
| Initial antenna violation count | 0 |
| VDD IR max | 146 uV |
| Slew Limit Headroom | 46.4% |
| Cell Type Count | 48 |
| First-pass GRT wire length | 5.80 mm |
| Synth async-reset ratio | 0% |
| Crit end category | register |
| Final Max Slew Viols | 0 |
| Setup bufs post-CTS | 0 |
| Crit path max fanout | 25 |
| Die width | 109 um |
| Post-DP HPWL | around 2.2 mm |
| CTS Buffer Depth | 2 |
| Count of library flops with an enable pin | 0 |
| Yosys chip area | between 1500 and 2000 um^2 |
| HP Class | reg -> reg |
| Setup slack, reg-to-reg | 2900 ps |
| Slowest stage delay, CP | 780 ps |
| Main flop type | dfxtp_1 |
| Yosys cell count | 197 |
| Synth Area per Inst | 8.73 um^2 |
| CP Cell Sequence | clkdlybuf4s50_1 > inv_1 > or4b_1 > o21ai_1 |
| Crit path time final | around 2800 ps |
| H-tree levels | 2 |
| Height of the die | approximately 110 um |
| Warnings from Yosys | 1 |
| Final antenna-violating net count | 0 |
| Max Cap Violations | 0 |
| Site row count | 32 |
| # fillers | ~820 |
| Gate count of the mapped netlist | 197 |
| GPL Wtd Cong | 0.775 |
| Startpoint Class | primary input |
| GRT Overall Usage | roughly 5.7% |
| Critical path's slowest cell | clkdlybuf4s50_1 |
| Vias per cell | 4.50 |
| Layout cells sized above 1 | 9.95% |
| Final setup fails | 0 |
| Fmax | 359 MHz |
| R2R depth | 6 |
| Critical Path AT | 3000 ps |
| # IOs | 3 |
| DP Area | 1830 um^2 |
| Design area | 1940 um^2 |
| Routed WL | 3.22 mm |
| GRT overflow | 0 |
| Setup TNS | 0 ps |
| Hold Path Stages | 2 |
| Log Warnings | 25 |
| # DRC | 0 |
| Worst Hold Endpoint | count[23] |
| DR pass1 iterations | 4 |
| Largest net degree at the start of global routing | 34 |
| CTS tree | built |
| DR WL/cell | between 10 and 15 um |
| Ys flops | 33 |
| WP data required | 5320 ps |
| Clk ins delay skew pair | roughly 280 ps |
| Placement Setup Slack | 2010 ps |
| Clk pin slew, worst setup/hold paths | 70 ps |
| FP Util | 22.2% |
| Crit share post-route | 54.6% |
| Ant. Diodes | 0 |
| Setup Crit Path Kind | in -> reg |
| RSZ-0062 raised after global routing | no |
| Post-cts hold buffer count | 0 |
| Pwr Total | between 500 and 600 uW |
| Total die size | 11900 um^2 |
| Leak | between 0.5 and 0.6 nW |
| Setup ws final | 2310 ps |
| Reg-to-reg critical path endpoint | count[6] |
| Power density cells | 261 nW/um^2 |
| Post-synth seq share | 38.4% |
## cells in the final DEF, fill, tap and decap left out, types with 4 or more instances in the layout
cell type / netlist / routed
a21oi_1: 14 / 14
and3_1: 6 / 6
clkbuf_8: 0 / 5
dfxtp_1: 33 / 33
inv_1: 4 / 4
mux2i_1: 7 / 7
nand2_1: 20 / 20
nand2b_1: 5 / 5
nand3_1: 8 / 8
nand4_1: 4 / 4
nor2_1: 15 / 15
nor3_1: 4 / 4
o21ai_1: 9 / 9
or3_1: 8 / 8
xnor2_1: 6 / 6
xor2_1: 5 / 5
## per-layer routing
metal	global-route usage, %	vias up	wire, um
met2	8.40	19	1350
met1	8.49	617	1700
li1	-	723	-
met4	0.565	0	30
met3	1.37	5	140
met5	0	-	0
## kinds of logic (layout without fill, tap and decap cells)
| group | count (synthesis) | after routing | synth area share [%] |
|---|---|---|---|
| muxes | 7 | 7 | 4.08 |
| buffers and inverters | 10 | 14 | 3.27 |
| and+or+nand+nor | 94 | 94 | 31.5 |
| DFF | 33 | 33 | 38.4 |
| AOI/OAI and AO/OA | 41 | 41 | 16.4 |
| xor gates and xnor gates | 11 | 11 | 5.60 |
| adders and majority gates | 1 | 1 | 0.728 |
## power breakdown
| part | internal (mW) | switching [mW] | total [mW] | leakage, nW |
|---|---|---|---|---|
| clock network | 0.142 | 0.0902 | 0.232 | 0.0540 |
| logic | 0.00360 | 0.00718 | 0.0108 | 0.279 |
| registers | 0.260 | 0.00221 | 0.262 | 0.266 |
## how the worst max path moves through the flow
stage                        to      from  depth (start not counted)
after global routing  count[19]  reset_in                          4
after CTS             count[19]  reset_in                          4
final                 count[19]  reset_in                          4
## critical path: cells and delay by family
| family | cells | cell delay (ps) |
|---|---|---|
| AOI/OAI and AO/OA | 1 | 80 |
| and+or+nand+nor | 1 | 620 |
| buffers and inverters | 2 | 1290 |
## flip-flops by register name, indices dropped and copies added, names as in the netlist
name,flops
count,32
reset_out,1
## through the flow
step / utilization, % / cells / hold WS, ps
after floorplan: - / 197 / 438
after global placement: 23.7 / 296 / 454
after detailed placement: 23.7 / 296 / 462
after CTS: 25.1 / 303 / 472
after global routing: 25.1 / 303 / 505
final: 25.1 / 303 / 466
## cells in the mapped netlist (all sizes together) (6+ instances only)
| library cell | count | area, um^2 |
|---|---|---|
| a21oi | 14 | 70.1 |
| and3 | 7 | 48.8 |
| dfxtp | 33 | 661 |
| mux2i | 7 | 70.1 |
| nand2 | 21 | 81.3 |
| nand3 | 8 | 40.0 |
| nor2 | 17 | 73.8 |
| o21ai | 11 | 55.1 |
| or3 | 9 | 61.3 |
| xnor2 | 6 | 52.6 |
## cell type report
| type | instances | area [um^2] | area share [%] |
|---|---|---|---|
| Multi-Input combinational cell | 154 | 1000 | 51.7 |
| Sequential cell | 33 | 661 | 34.1 |
| Timing Repair Buffer | 3 | 27.5 | 1.42 |
| Clock inverter | 2 | 35.0 | 1.81 |
| Tap cell | 102 | 128 | 6.59 |
| Clock buffer | 5 | 68.8 | 3.55 |
| Inverter | 4 | 15.0 | 0.775 |
Power figures rest on the tool's default switching activity, not on a simulated workload.
