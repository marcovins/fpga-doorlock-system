==> /design/flow/design.v <==
module divfreq(input reset, clock, output logic clk_i);
  int cont;
  always @(posedge clock or posedge reset) begin
    if(reset) begin
      cont  = 0;
      clk_i = 0;
    end
    else
      if( cont <= 25000 )
        cont++;
      else begin
        clk_i = ~clk_i;
        cont = 0;
      end
  end
endmodule
==> /design/flow/run.sh <==
#!/bin/bash
# OpenROAD 26Q1-2900-gdf79404cd8, Yosys 0.63+post, stock flow scripts
make -C /OpenROAD-flow-scripts/flow DESIGN_CONFIG=/design/flow/config.mk WORK_HOME=/design/flow/orfs finish
==> /design/flow/config.mk <==
export PLATFORM = sky130hd
export DESIGN_NAME = divfreq
export DESIGN_NICKNAME = divfreq
export VERILOG_FILES = /design/flow/design.v
export SDC_FILE = /design/flow/constraint.sdc
export NUM_CORES = 4
export LEC_CHECK = 1
export CORE_UTILIZATION = 40
==> /design/flow/constraint.sdc <==
current_design divfreq

set clk_period 6.2
set clk_io_pct 0.2

create_clock -name clk0 -period $clk_period [get_ports {clock}]

set non_clock_inputs [all_inputs -no_clocks]
set_input_delay [expr $clk_period * $clk_io_pct] -clock clk0 $non_clock_inputs
set_output_delay [expr $clk_period * $clk_io_pct] -clock clk0 [all_outputs]
==> flow_metrics.rpt <==
=== SYNTHESIS / PLACE & ROUTE SUMMARY ===
----------------------------------------------------
[Synth]
  Yosys warning tally ........................ 1
  Post-synthesis area per instance ........................ around 10 sq um
  Chip area estimate from yosys synthesis ........................ between 1500 and 2000 sq um
  Number of cell instances after yosys synthesis ........................ 178
  Instance tally after logic synthesis ........................ 178
  Number of synthesized register bits ........................ 33
  Share of the yosys chip area belonging to registers ........................ 44.8%
  Summed instance area of the synthesized netlist ........................ 1840 sq um
  Unique masters post-synth ........................ 31

[Worst setup path]
  Critical path class ........................ reg -> reg
  Worst path arrival time ........................ roughly 2.5 ns
  Critical path capture point type ........................ register
  Crit path max fanout ........................ 18
  CP bufs+invs ........................ 2
  Required arrival time at the worst endpoint ........................ 6.35 ns
  Nature of the critical path startpoint ........................ register
  Critical path's slowest cell ........................ sky130_fd_sc_hd__a31oi_4
  Critical Path Max Stage Delay ........................ roughly 0.6 ns
  List of cells traversed by the critical path ........................ inv_1 -> ha_1 -> nand2b_1 -> nand3_1 -> a211o_1 -> a31oi_4 -> buf_4 -> a21oi_1
  Cell family with the largest share of critical-path delay ........................ AND-OR/OR-AND gates

[STA]
  Unrepaired setup endpoints after global routing ........................ no
  Maximum achievable frequency ........................ between 400 and 500 MHz
  Accumulated negative setup slack ........................ 0 ns
  Final min period ........................ 2.35 ns
  Endpoints failing setup ........................ 0
  Max-slew violation count ........................ 0
  Number of hold-slack violations in the final timing report ........................ 0
  Post-layout period usage ........................ 37.9%
  Slew @ Worst Pin ........................ 0.799 ns
  Final Hold Slack ........................ 0.468 ns
  Headroom to the max-slew limit ........................ 46.5%
  Final setup slack of the worst path ........................ 3.85 ns
  Worst setup skew after layout ........................ 0.00395 ns

[Drt]
  Routed wire per std cell ........................ ~13 um
  Count of routing violations after the opening detailed-route iteration ........................ just over 70
  Number of remaining DRC errors ........................ 0
  Via count normalized by instance count ........................ 5.10
  Via count of the routed design ........................ approximately 1,200
  Routed Antenna Nets ........................ 0
  Aggregate routed wire length ........................ 3.03 mm
  First drt pass iteration count ........................ 4
  Ant diodes ........................ 0

[Clocking]
  TritonCTS clock tree ........................ done
  Count of hold buffers inserted by post-cts repair ........................ 0
  Maximum number of buffers from clock root to sink ........................ 2
  Number of resized instances in the post-cts repair step ........................ 0
  TritonCTS Buffers ........................ 5
  Clk root buf ........................ sky130_fd_sc_hd__clkbuf_8
  Clock H-tree levels ........................ 2
  Register clock-pin slew on the reported worst setup and hold paths ........................ about 0.060 ns
  Insertion delay of the later-clocked pin in the worst-skew pair ........................ 0.28 ns
  TritonCTS Sinks ........................ 33
  # Post-CTS Setup Buffers ........................ 0

[Place]
  HPWL reported at the end of detailed placement ........................ 2.05 mm
  Post-placement worst setup slack ........................ 3.85 ns
  # placed instances ........................ 227
  Total of buffers placed on input and output ports ........................ 2
  Routability-driven placement congestion ratio ........................ ~0.8

[Floorplanning]
  Total die area ........................ 4880 sq um
  Die Ht ........................ 69.9 um
  CORE AREA ........................ 4380 sq um
  Initial core utilization ........................ 42.0%
  Number of top-level pins ........................ 3
  Horizontal die size ........................ 69.9 um
  Total number of placement rows ........................ 24

[Power and ir drop]
  Standby leakage power ........................ a little under 0.9 nW
  Total chip power ........................ 379 uW
  Power per cell area ........................ 193 nW/um^2
  Worst IR drop on VDD ........................ 144 uV

[Global routing]
  Overall routing resource usage ........................ ~14%
  Largest net degree at the start of global routing ........................ 34
  Antenna violations before repair ........................ 0
  Via count of the first global-routing pass ........................ 1,216
  Wire length of the first global-routing pass ........................ 5.44 mm
  Residual overflow from global routing ........................ 0

[Finish]
  Share of layout cells above drive strength 1 ........................ between 20% and 30%
  Syn-to-layout area delta ........................ 6.59%
  Count of placed standard cells in the final layout, fillers left out ........................ 234

[Outcome]
  Result of the run ........................ finished clean

[Run]
  Count of warning messages emitted by the tools ........................ 26
  Max-cap viol count ........................ 0

[Hold path]
  Hold Crit Class ........................ reg -> reg

----------------------------------------------------
==> cells in the final DEF (no fill, tap or decap), types with 2 or more instances in the layout <==
cell type                         netlist  final
sky130_fd_sc_hd__clkdlybuf4s50_1        0      2
sky130_fd_sc_hd__nor4_1                 5      5
sky130_fd_sc_hd__nor2_4                 2      2
sky130_fd_sc_hd__nand2_1                9      9
sky130_fd_sc_hd__clkbuf_8               0      6
sky130_fd_sc_hd__buf_4                  0      2
sky130_fd_sc_hd__nor3_2                 2      2
sky130_fd_sc_hd__inv_1                  8      8
sky130_fd_sc_hd__and2_1                 3      3
sky130_fd_sc_hd__xnor2_1                8      8
sky130_fd_sc_hd__nand3_1               13     13
sky130_fd_sc_hd__ha_1                   2      2
sky130_fd_sc_hd__and3_1                 4      4
sky130_fd_sc_hd__xor2_1                21     21
sky130_fd_sc_hd__dfrtp_1               33     33
sky130_fd_sc_hd__a21oi_1                2      2
sky130_fd_sc_hd__nor2_1                 5      5
sky130_fd_sc_hd__nand4_1               14     14
sky130_fd_sc_hd__nor2_2                28     28
==> metal layers <==
layer / wire length (um) / track usage, % / vias to the layer above
li1: - / - / 605
met4: 50 / 2.00 / 0
met3: 92 / 2.63 / 7
met1: 1450 / 21.5 / 567
met2: 1440 / 22.5 / 14
met5: 0 / 0 / -
==> worst paths after layout <==
path / slack, ns / depth (start not counted) / endpoint / start
max in group asynchronous: 4.56 / 3 / cont[24] / reset
min in group asynchronous: 1.35 / 3 / cont[5] / reset
worst max register to register: 3.85 / 8 / cont[14] / cont[0]
worst max-delay path: 3.85 / 8 / cont[14] / cont[0]
worst min-delay path: 0.47 / 1 / clk_i / clk_i
worst min register to register: 0.47 / 1 / clk_i / clk_i
==> worst reg2reg max path: stages, from the launching register on <==
cell                       delay, ns
sky130_fd_sc_hd__dfrtp_1        0.42
sky130_fd_sc_hd__inv_1          0.07
sky130_fd_sc_hd__ha_1           0.19
sky130_fd_sc_hd__nand2b_1       0.07
sky130_fd_sc_hd__nand3_1        0.07
sky130_fd_sc_hd__a211o_1        0.30
sky130_fd_sc_hd__a31oi_4        0.59
sky130_fd_sc_hd__buf_4          0.43
sky130_fd_sc_hd__a21oi_1        0.08
==> cells in the mapped netlist (all sizes together) <==
cell           count  area, sq um
nor2              35          216
dfrtp             33          826
xor2              21          184
nand3             14         75.1
nand4             14         87.6
nand2              9         33.8
inv                8         30.0
xnor2              8         70.1
buf                6         55.1
nor4               6         43.8
and3               4         25.0
and2               3         18.8
a21oi              2         10.0
ha                 2         25.0
nor3               2         20.0
nor3b              2         26.3
a211o              1         8.76
a31oi              1         21.3
clkdlybuf4s18      1         10.0
nand2b             1         6.26
o21a               1         7.51
o21ai              1         5.00
o21bai             1         18.8
or3                1         6.26
or4                1         11.3
==> area by class of cell <==
| cell class | instances | area [sq um] |
|---|---|---|
| fillers | 407 | 2420 |
| multi-input cells | 130 | 921 |
| flip-flops and latches | 33 | 826 |
| clock buffers | 7 | 86.3 |
| well taps | 52 | 65.1 |
| repair buffers | 4 | 35.0 |
| inverters | 8 | 30.0 |
==> per-stage QoR <==
step | util (%) | area (sq um)
finish | 44.8 | 1960
CTS | 44.8 | 1960
detailed placement | 42.8 | 1880
global placement | 42.8 | 1880
global route | 44.8 | 1960
floorplan | - | 1840
==> state kept, by name, indices dropped and copies added, names as in the netlist <==
signal  cells
cont       32
clk_i       1
==> cell families (layout without fill, tap and decap cells) <==
logic type	after synthesis	count (layout)	share of synthesized area, %
AOI/OAI and AO/OA	7	7	3.87
xor gates and xnor gates	29	29	13.8
adders and majority gates	2	2	1.36
buffers and inverters	15	19	5.16
DFF	33	33	44.8
and+or+nand+nor	92	92	31.0
==> power by group <==
group | internal (mW) | leakage, nW | total, mW | switching, mW
registers | 0.215 | 0.451 | 0.215 | 0
clock network | 0.0879 | 0.0443 | 0.159 | 0.0710
logic | 0.00101 | 0.370 | 0.00515 | 0.00414
total | 0.304 | 0.865 | 0.379 | 0.0751
Power is estimated from default activity; no workload was simulated.
